===== /design/flow/config.mk =====
export PLATFORM = sky130hd
export DESIGN_NAME = egress_buffer
export DESIGN_NICKNAME = egress_buffer
export VERILOG_FILES = /design/flow/design.v
export SDC_FILE = /design/flow/constraint.sdc
export NUM_CORES = 4
export LEC_CHECK = 1
export CORE_UTILIZATION = 30

===== /design/flow/constraint.sdc =====
current_design egress_buffer

set clk_period 1.0
set clk_io_pct 0.2

create_clock -name clk0 -period $clk_period [get_ports {clk}]

set non_clock_inputs [all_inputs -no_clocks]
set_input_delay [expr $clk_period * $clk_io_pct] -clock clk0 $non_clock_inputs
set_output_delay [expr $clk_period * $clk_io_pct] -clock clk0 [all_outputs]

===== /design/flow/design.v =====
module egress_buffer #(parameter WIDTH = 128)(
    input logic clk,
    input logic reset,
    input logic [WIDTH-1:0] data_in,
    output logic [WIDTH-1:0] data_out
);
    logic [WIDTH-1:0] buffer;
    always_ff @(posedge clk or posedge reset) begin
        if (reset) begin
            buffer <= {WIDTH{1'b0}};
        end else begin
            buffer <= data_in;
        end
    end
    assign data_out = buffer;
endmodule

===== /design/flow/run.sh =====
#!/bin/bash
# OpenROAD 26Q1-2900-gdf79404cd8, Yosys 0.63+post, stock flow scripts
make -C /OpenROAD-flow-scripts/flow DESIGN_CONFIG=/design/flow/config.mk WORK_HOME=/design/flow/orfs finish

==> results.yml <==
# flow metrics
run_status:
  violations: "negative setup slack"
  outcome: "complete, but fails checks"
synth:
  ys_seq_share_pct: 99.88
  top_cells_by_count: "dfrtp_1, inv_1"
  synth-edff-count: 0
  ys_warn_count: 1
  ys_area_sq_um: 3207
  top_cells_by_area: "dfrtp_1, inv_1"
  synthFlopType: "dfrtp_1"
  most_common_cell: "dfrtp_1"
  synth_area_leader_cell: "dfrtp_1"
  yosys_cells: 129
  async_reset_ff_share_pct: 100.0
  synth_cells: 129
  synth_top_area_share_pct: 99.88
  synth_area_sq_um: 3207
  ys_ff: 128
  syn_avg_cell_area_sq_um: 24.86
  synth_cell_types: 2
sta:
  setup_violations: 128
  slew_headroom_pct: 80.62
  rsz0062_at_grt: "true"
  final-hold-violation-count: 0
  setup_slack_ns: -0.1813
  min_period_ns: 1.181
  max_freq_mhz: 846.5
  finalCritPeriodShare_pct: 118.1
  tightest_slew_ns: 0.2907
  slew_viol_final: 0
  hold-worst-slack_ns: 0.08890
cts:
  clock_path_buffers: 2
  htree_levels: 4
  cts_sinks: 128
  cts-root-buf: "clkbuf_8"
  numCtsBuffers: 17
  cts_tree: "yes"
  clk_pin_slew_worst_paths_ns: 0.06
pwr:
  total_power_mw: 12.81
  p_switching_mw: 2.456
  pwr-share-comb_pct: 6.8
  pwr-share-clk_pct: 50.3
  switching_share_pct: 19.18
  seq_power_share_pct: 42.9
  p_leak_nw: 2.869
  powerDensity_nw_per_um2: 2108
  p_int_mw: 10.35
  vdd_ir_drop_max_mv: 1.124
route:
  wl_met2_mm: 3.989
  drtAntennaViolNets: 0
  routed.top_layer: "met4"
  routed_via_density: 3.861
  remaining_drc_errors: 0
  insertedDiodeCount: 0
  vias: 2166
  first_iter_violations: 50
  wl_met3_mm: 1.095
  drt_wl_total_mm: 8.490
  wl_met1_mm: 3.321
  dr.pass1.iters: 4
  wire_per_inst_microns: 15.13
layout:
  area_growth_pct: 89.47
  num-multi-input-gates: 0
  largest_register_ffs: 128
  utilization_pct: 58.85
  top_register: "buffer"
  reg_top3: "buffer: 128 flops"
  nFillCells: 827
  final-seq-area_sq_um: 3203
  layoutNonFillerInstCount: 561
  combGateArea_sq_um: 0
  drive_gt1_share_pct: 39.53
placed_design:
  gp_congestion: 0.7684
  dpl.hpwl_mm: 6.589
  dp_cells: 529
  pre_cts_ws_ns: -0.01949
  io_buffers: 257
critical_path:
  critPathBufInv: 1
  critPathLaunchType: "flop"
  crit_path_end_kind: "output port"
  crit_type: "reg -> out"
  required_ns: 0.80
  path_delay_family: "flip-flops"
  cp_slowest_cell: "dfrtp_1"
  cp_cell_sequence: "buf_2"
  max_stage_delay_ns: 0.37
  path_max_fanout: 1
  arrival_ns: 0.98
die:
  die_area_sq_um: 11110
  die_x_microns: 105.4
  num_rows: 37
  die_h_microns: 105.4
  floorplan.core_util_pct: 31.06
  coreArea_sq_um: 10320
  pin_count: 258
global_routing:
  grt-ovfl-total: 0
  grt.total_usage_pct: 16.30
  grt_pass1_wl_mm: 12.90
  antenna_found_initial: 0
  grt_pass1_vias: 2266
  grt_max_degree: 57
flow_run:
  warning_count: 28
  maxCapViolCount: 0
min_path:
  hold_class: "in -> async"
[power groups by stage]
stage     clock (mW)  sequential, mW  combinational, mW
4_1_cts         6.59            5.50              0.899
5_1_grt         6.85            5.52              0.956
6_report        6.44            5.50              0.872
[stage by stage]
stage | area [sq um] | TNS [ns]
5_1_grt | 6076 | -27.47
3_3_place_gp | 6081 | -0.06495
3_5_place_dp | 6081 | -0.04886
4_1_cts | 6076 | -24.62
6_report | 6076 | -20.55
2_1_floorplan | 3211 | -100.0
[kinds of logic (layout without fill, tap and decap cells)]
kind of cell,Yosys count,in the layout,share of synthesized area (%)
DFF,128,128,99.88
buffers and inverters,1,297,0.1169
[timing repair]
action	in CTS	in global routing
resized	398	0
setup endpoints to repair	128	128
setup buffers	0	0
pin swaps	0	0
hold buffers	0	0
[layout by cell type (no fill, tap or decap)]
| cell type | synthesis | final |
|---|---|---|
| clkdlybuf4s50_1 | 0 | 129 |
| dfrtp_1 | 128 | 128 |
| buf_2 | 0 | 128 |
| clkbuf_16 | 0 | 16 |
| buf_12 | 0 | 6 |
| clkbuf_8 | 0 | 4 |
| bufinv_16 | 0 | 4 |
| clkinvlp_4 | 0 | 3 |
| clkinv_2 | 0 | 2 |
| clkinv_4 | 0 | 2 |
| inv_6 | 0 | 2 |
| buf_4 | 0 | 1 |
[final cells by class]
cell class | count | share of cell area (%)
sequential | 128 | 52.72
timing repair buffer | 264 | 33.90
clock buffer | 20 | 7.496
clock inverter | 12 | 2.965
tap | 136 | 2.801
inverter | 1 | 0.1236
[worst paths after layout]
kind / slack [ns] / endpoint / cells past startpoint / startpoint
min: 0.09 / buffer[29]$_DFF_PP0_ / 3 / reset
min in group clk0: 0.13 / buffer[75]$_DFF_PP0_ / 1 / data_in[75]
max: -0.18 / data_out[62] / 1 / buffer[62]$_DFF_PP0_
max in group asynchronous: 0.59 / buffer[62]$_DFF_PP0_ / 3 / reset
[metal layers]
layer  global-route usage [%]  vias to the layer above
met3                    8.139                        8
met1                    23.48                     1041
met4                    2.213                        0
li1                         -                      966
met2                    23.97                      151
met5                        0                        -
No activity file was given, so power comes from the tool's default toggle rates.
