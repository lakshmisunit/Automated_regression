File: design/flow/constraint.sdc
current_design queue

set clk_period 2.4
set clk_io_pct 0.2

create_clock -name clk0 -period $clk_period [get_ports {clk}]

set non_clock_inputs [all_inputs -no_clocks]
set_input_delay [expr $clk_period * $clk_io_pct] -clock clk0 $non_clock_inputs
set_output_delay [expr $clk_period * $clk_io_pct] -clock clk0 [all_outputs]
File: design/flow/run.sh
#!/bin/bash
# OpenROAD 26Q1-2900-gdf79404cd8, Yosys 0.63+post, stock flow scripts
make -C /OpenROAD-flow-scripts/flow DESIGN_CONFIG=/design/flow/config.mk WORK_HOME=/design/flow/orfs finish
File: design/flow/config.mk
export PLATFORM = sky130hd
export DESIGN_NAME = queue
export DESIGN_NICKNAME = queue
export VERILOG_FILES = /design/flow/design.v
export SDC_FILE = /design/flow/constraint.sdc
export NUM_CORES = 4
export LEC_CHECK = 1
export CORE_UTILIZATION = 40
File: design/flow/design.v
module queue #(parameter WIDTH = 8, parameter DEPTH = 16)(
    input logic clk,
    input logic reset,
    input logic [WIDTH-1:0] data_in,
    input logic enqueue,
    input logic dequeue,
    output logic [WIDTH-1:0] data_out,
    output logic empty,
    output logic full
);
    logic [WIDTH-1:0] queue_mem [0:DEPTH-1];
    logic [3:0] write_pointer, read_pointer;
    logic [3:0] count;
    always_ff @(posedge clk or posedge reset) begin
        if (reset) begin
            write_pointer <= 4'd0;
            read_pointer <= 4'd0;
            count <= 4'd0;
        end else begin
            if (enqueue && !full) begin
                queue_mem[write_pointer] <= data_in;
                write_pointer <= write_pointer + 1;
                count <= count + 1;
            end
            if (dequeue && !empty) begin
                data_out <= queue_mem[read_pointer];
                read_pointer <= read_pointer + 1;
                count <= count - 1;
            end
        end
    end
    assign empty = (count == 0);
    assign full = (count == DEPTH);
endmodule
==> results.cfg <==
; implementation run metrics
[critical_path]
cp_max_fo = 9
r2r-end = data_out[0]
r2r-start = read_pointer[0]
end_kind = register
cp_data_arrival_time_ns = 2.42
path_class = reg -> reg
r2r_slack_ns = 0.14
start_kind = register
reg2reg_depth = 7
cp_data_required_time_ns = 2.56

[sta]
drv_slew = 0
worst_pin_slew_ns = 0.729
slew_headroom_pct = 51.2
fmax_mhz = 442
worst_slack_ns = 0.136
finClkSkew_ns = 0.00835
setup_viol_count_final = 0
hold_viol = 0
period_minus_slack_ns = 2.26
finalCritPeriodShare_pct = 94.3
setup_tns_ns = 0
grt_setup_unrepaired = no

[logic_synthesis]
synth_dominant_cell_count = edfxtp_1
topCellsByArea = edfxtp_1, dfrtp_1, a22o_1
ys_ff = 148
synth_cells = 367
synth-edff-count = 136
ys_cells = 367
ys_seq_share_pct = 73.4
ys_types = 43
synth_warnings = 2
ys_area_mm2 = 0.00597
synthArstFlopShare_pct = 8.11
common_cells = edfxtp_1, a22o_1, and2_1, nand2_1, a21oi_1
yosysTopAreaCell = edfxtp_1
top_area_share_pct = 68.4
syn-mean-instance-area_um2 = 16.3
ff_type = edfxtp_1
synthesis.area_mm2 = 0.00597

[power_and_ir_drop]
p_per_area_mw_per_mm2 = 1170
p_sw_share_pct = 32.3
combPwrFrac_pct = 29.9
p_int_mw = 5.57
clockPowerShare_pct = 29.1
p_seq_share_pct = 40.9
vdd_drop_max_v = 0.000535
p_leak_nw = 2.40
p_switching_mw = 2.65

[floorplanning]
core-area_mm2 = 0.0145
die_w_um = 124
dieArea_mm2 = 0.0154
ios = 22
die_y_um = 124
rows = 44
fp_util_pct = 41.1

[cells_and_area]
final_cell_count_no_fill = 608
final_layout_size_suffix_gt1_share_pct = 16.7
syn_to_final_growth_pct = 17.9
register_area_mm2 = 0.00438
fillers = 1213
logic_area_mm2 = 0.00143

[clock_tree]
insertion_delay_ns = 0.41
cts_buffers = 17
cts_tree = built
cts_hold_buffers = 0
htreeDepth = 4
cts_buffer_depth = 2
post_cts_buffers = 0
cts_num_sinks = 148
root_buffer = clkbuf_16
cts_resized = 0
clk_pin_slew_worst_paths_ns = 0.06

[global_route]
grt_max_degree = 17
antenna_found_initial = 0
grt_pass1_vias = 3628
grt.overflow.total = 0
grtUsageTotal_pct = 18.3
grt_pass1_wl_um = 20100

[run]
cap_violations = 0
tool_warnings = 31

[detailed_routing]
route.detailed.drc = 0
num_antenna_cells = 0
post_drt_wl_per_cell_um = 20.5
num_vias = 3372
ant_nets = 0
totalWireLength_um = 12500
first_iter_violations = 243
firstDrtPassIters = 4
viasPerCell = 5.55

[placement]
place_congestion = 0.837
port-buffer-count = 20
dp.cells = 576
dp_hpwl_um = 8360
dp_slack_ns = 0.0667

[run_status]
status = completed

[hold_path]
hold_class = in -> async
==> cell type report <==
class	count	share of cell area, %
clock buffer	17	6.04
clock inverter	15	1.72
timing repair buffer	47	5.90
tap	184	3.27
multi-input combinational	188	20.3
sequential	148	62.2
inverter	9	0.480
==> flip-flops by register name, indices dropped and copies added, names as in the netlist <==
name           flops
queue_mem        128
data_out           8
count              4
read_pointer       4
write_pointer      4
==> placed cells by master (no fill, tap or decap), drive strengths merged, types with 4 or more instances in the layout <==
cell type	instances
inv	15
clkinvlp	7
nand4	10
a22oi	11
clkbuf	17
and2	18
a21oi	13
a221oi	5
o32a	7
nor2	5
mux2	7
a22o	21
xnor2	6
ha	10
nand2	17
dfrtp	12
o21ai	11
edfxtp	136
a311oi	4
a221o	7
nor2b	4
buf	27
a32oi	7
and3	5
clkdlybuf4s50	20
==> through the flow <==
stage / cell area, µm² / power (mW) / util (%) / hold slack (ns)
after global routing: 7040 / 8.69 / 48.5 / 0.505
after floorplan: 5970 / 4.99 / - / 0.345
after CTS: 7040 / 8.29 / 48.5 / 0.450
after detailed placement: 6500 / 5.88 / 44.7 / 0.527
final: 7040 / 8.23 / 48.5 / 0.442
after global placement: 6500 / 5.85 / 44.7 / 0.525
==> per-layer routing <==
layer	share of wire (%)	vias to the layer above	global-route usage [%]
met3	11	21	9.45
met1	41	1637	27.0
met4	2.0	0	3.76
met2	46	162	26.4
li1	-	1552	-
met5	0	-	0
==> worst max-delay path, stage by stage, from the launching register on <==
cell and delay [ns]:
dfrtp_1 0.44, inv_1 0.09, ha_1 0.30, buf_4 0.20, a22o_1 0.20, o21ai_0 0.31, a21oi_1 0.16, o32a_1 0.30
==> cells by family after synthesis <==
family | share of synthesized area [%]
adders and majority gates | 2.43
xor gates and xnor gates | 1.32
and+or+nand+nor | 6.83
DFF | 73.4
buffers and inverters | 2.64
AOI/OAI and AO/OA | 11.9
muxes | 1.49
other | 0.0628
==> power by group through the flow <==
stage,Clock (mW),Combinational [mW],Sequential (mW)
after CTS,2.44,2.48,3.37
after global routing,2.56,2.72,3.41
final,2.40,2.46,3.37
==> worst max path at each step <==
stage | endpoint | depth (start not counted) | from
finish | data_out[0] | 7 | read_pointer[0]
global route | count[3] | 7 | count[1]
CTS | data_out[0] | 7 | read_pointer[0]
No activity file was given, so power comes from the tool's default toggle rates.
